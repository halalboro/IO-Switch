==> /design/flow/design.v <==
module io_switch #(
    parameter DATA_WIDTH = 32
) (
    input clk,
    input rst,
    input [1:0] ctrl_addr,
    input ctrl_wr_en,
    input [2:0] ctrl_wr_data,
    input [DATA_WIDTH-1:0] in_data_0,
    input reg in_valid_0,
    output in_ready_0,
    input [DATA_WIDTH-1:0] in_data_1,
    input reg in_valid_1,
    output in_ready_1,
    input [DATA_WIDTH-1:0] in_data_2,
    input reg in_valid_2,
    output in_ready_2,
    input [DATA_WIDTH-1:0] in_data_3,
    input reg in_valid_3,
    output in_ready_3,
    output reg [DATA_WIDTH-1:0] out_data_0,
    output out_valid_0,
    input out_ready_0,
    output reg [DATA_WIDTH-1:0] out_data_1,
    output out_valid_1,
    input out_ready_1,
    output reg [DATA_WIDTH-1:0] out_data_2,
    output out_valid_2,
    input out_ready_2,
    output reg [DATA_WIDTH-1:0] out_data_3,
    output out_valid_3,
    input out_ready_3
);
    reg [2:0] routing_reg_0, routing_reg_1, routing_reg_2, routing_reg_3;
    always @(posedge clk) begin
        if (rst) begin
            routing_reg_0 <= 3'b00;
            routing_reg_1 <= 3'b00;
            routing_reg_2 <= 3'b00;
            routing_reg_3 <= 3'b00;
            in_ready_0 <= 0;
            in_ready_1 <= 0;
            in_ready_2 <= 0;
            in_ready_3 <= 0;
        end else if (ctrl_wr_en) begin
            case (ctrl_addr)
                2'd0: routing_reg_0 <= ctrl_wr_data;
                2'd1: routing_reg_1 <= ctrl_wr_data;
                2'd2: routing_reg_2 <= ctrl_wr_data;
                2'd3: routing_reg_3 <= ctrl_wr_data;
            endcase
        end else begin
            out_data_0 <= 0;
            out_data_1 <= 0;
            out_data_2 <= 0;
            out_data_3 <= 0;
            routing_reg_0 <= 0;
            routing_reg_1 <= 0;
            routing_reg_2 <= 0;
            routing_reg_3 <= 0;
        end      
    end
    always @(posedge clk) begin
        case (routing_reg_0)   
            3'b001: begin
                out_data_0 <= in_data_0;
                out_valid_0 <= in_valid_0;
                in_ready_0 <= out_ready_0;
            end
            3'b010: begin
                out_data_0 <= in_data_1;
                out_valid_0 <= in_valid_1;
                in_ready_1 <= out_ready_0;
            end
            3'b100: begin
                out_data_0 <= in_data_2;
                out_valid_0 <= in_valid_2;
                in_ready_2 <= out_ready_0;
            end
            3'b111: begin
                out_data_0 <= in_data_3;
                out_valid_0 <= in_valid_3; 
                in_ready_3 <= out_ready_0;
            end
        endcase
        case (routing_reg_1)
            3'b001: begin
                out_data_1 <= in_data_0;
                out_valid_1 <= in_valid_0;
                in_ready_0 <= out_ready_1;
            end
            3'b010: begin
                out_data_1 <= in_data_1;
                out_valid_1 <= in_valid_1;
                in_ready_1 <= out_ready_1;
            end
            3'b100: begin
                out_data_1 <= in_data_2;
                out_valid_1 <= in_valid_2;
                in_ready_2 <= out_ready_1;
            end
            3'b111: begin
                out_data_1 <= in_data_3;
                out_valid_1 <= in_valid_3;
                in_ready_3 <= out_ready_1;
            end
        endcase
        case (routing_reg_2)
            3'b001: begin
                out_data_2 <= in_data_0;
                out_valid_2 <= in_valid_0;
                in_ready_0 <= out_ready_2; 
            end
            3'b010: begin
                out_data_2 <= in_data_1;
                out_valid_2 <= in_valid_1;
                in_ready_1 <= out_ready_2;
            end
            3'b100: begin
                out_data_2 <= in_data_2;
                out_valid_2 <= in_valid_2;
                in_ready_2 <= out_ready_2;
            end
            3'b111: begin
                out_data_2 <= in_data_3;
                out_valid_2 <= in_valid_3;
                in_ready_3 <= out_ready_2;
            end
        endcase
        case (routing_reg_3)
            3'b001: begin
                out_data_3 <= in_data_0;
                out_valid_3 <= in_valid_0;
                in_ready_0 <= out_ready_3;
            end
            3'b010: begin
                out_data_3 <= in_data_1;
                out_valid_3 <= in_valid_1;
                in_ready_1 <= out_ready_3;
            end
            3'b100: begin
                out_data_3 <= in_data_2;
                out_valid_3 <= in_valid_2;
                in_ready_2 <= out_ready_3;
            end
            3'b111: begin
                out_data_3 <= in_data_3;
                out_valid_3 <= in_valid_3;
                in_ready_3 <= out_ready_3;
            end
        endcase
    end
endmodule
==> /design/flow/run.sh <==
#!/bin/bash
# OpenROAD 26Q1-2900-gdf79404cd8, Yosys 0.63+post, stock flow scripts
make -C /OpenROAD-flow-scripts/flow DESIGN_CONFIG=/design/flow/config.mk WORK_HOME=/design/flow/orfs finish
==> /design/flow/config.mk <==
export PLATFORM = sky130hd
export DESIGN_NAME = io_switch
export DESIGN_NICKNAME = io_switch
export VERILOG_FILES = /design/flow/design.v
export SDC_FILE = /design/flow/constraint.sdc
export NUM_CORES = 4
export LEC_CHECK = 1
export CORE_AREA = 10 10 115 115
export DIE_AREA = 0 0 125 125
==> /design/flow/constraint.sdc <==
current_design io_switch

set clk_period 2.6
set clk_io_pct 0.2

create_clock -name clk0 -period $clk_period [get_ports {clk}]

set non_clock_inputs [all_inputs -no_clocks]
set_input_delay [expr $clk_period * $clk_io_pct] -clock clk0 $non_clock_inputs
set_output_delay [expr $clk_period * $clk_io_pct] -clock clk0 [all_outputs]
==> results.json <==
{
  "reg2reg_slack_ns": 1.28,
  "crit_buf_inv": 1,
  "grtUsageTotal": 0.03909,
  "netlist_top_cells_count": "buf_4, dfxtp_1, nor2_1",
  "port_buffers": 15,
  "holdCritPathClass": "reg -> reg",
  "ys_ff": 16,
  "cts_buffer_depth": 2,
  "post_cts_buffers": 0,
  "grt.busiest_layer": "met1",
  "critPathRequiredTime_ns": 2.60,
  "drv_cap": 0,
  "min_period_over_period": 0.6576,
  "powerDensity_nw_per_um2": 311.9,
  "period_needed_ns": 1.710,
  "ys_seq_frac": 0.1909,
  "arrival_ns": 1.71,
  "cts_tree": "done",
  "ctsResizeCount": 0,
  "edf_count": 4,
  "rsz0062_at_grt": "no",
  "ant_nets": 0,
  "gr-usage-met1": 0.05022,
  "slowest_stage": "clkdlybuf4s50_1",
  "max_freq_mhz": 584.9,
  "wire_per_inst_um": 9.415,
  "die_area_um2": 15630,
  "cts_hold_buf": 0,
  "drtIter0Drc": 60,
  "grt_antenna_before_repair": 0,
  "topCellsByArea": "buf_4, dfxtp_1, edfxtp_1",
  "top_area_frac": 0.5288,
  "place_ws_ns": 0.6480,
  "cp-end-kind": "register",
  "rr_worst_depth": 3,
  "syn_inst": 231,
  "cts-root-buf": "clkbuf_8",
  "grt_pass1_wl_um": 5513,
  "clkSinkCount": 16,
  "critical_path.cell_chain": "clkdlybuf4s50_1 > mux2i_1 > o21ai_1 > a221o_1",
  "postLayoutCoreUtil": 0.1582,
  "setup_ws_ns": 0.8902,
  "cp_slowest_stage_delay_ns": 0.56,
  "hold_depth": 2,
  "clkTransAtPathRegs_ns": 0.06,
  "overflow": 0,
  "synth_area_leader_cell": "buf_4",
  "via_per_inst": 2.966,
  "ir_worst_vdd_v": 0.0001243,
  "antenna_cells": 0,
  "drt-total-wl_um": 3606,
  "setup-tns-final_ns": 0,
  "most_common_cell": "buf_4",
  "p_total_uw": 535.0,
  "ys_cells": 231,
  "hold_viol": 0,
  "warnings": 157,
  "synth.distinct_cells": 28,
  "ys_chip_area_um2": 1888,
  "fin_skew_ns": 0.001162,
  "p_leak_nw": 0.8000,
  "areaGrowthSynthToFinish_pct": -9.145,
  "io_pins": 280,
  "slew_violations": 0,
  "path_delay_family": "buffers and inverters",
  "cp_max_fo": 9,
  "dp_hpwl_um": 3203,
  "grt_util_met2": 0.04721,
  "clk_latency_ns": 0.24,
  "ff_type": "dfxtp_1",
  "holdPathEnd": "routing_reg_3[0]",
  "fp_util": 0.1742,
  "setup_violations": 0,
  "status": "completed",
  "min-delay-start": "routing_reg_3[0]",
  "globalplace.congestion": 0.7100,
  "core_um2": 10840,
  "critical_path.startpoint_type": "input pin",
  "die_y_um": 125,
  "vias": 1136,
  "grt_max_degree": 13,
  "async_flop_share": 0,
  "syn_area_um2": 1888,
  "r2r_start": "routing_reg_0[1]",
  "cts_buffers": 3,
  "drc_errors": 0,
  "grt_pass1_vias": 1326,
  "r2r_end": "out_valid_0",
  "h-tree-depth": 1,
  "die_x_um": 125,
  "fp-row-count": 38,
  "detail_route.first_pass.iterations": 4,
  "ys_warn_count": 301,
  "synth.avg_cell_area_um2": 8.173,
  "use_met3": 0.03640,
  "worst-setup-path-type": "in -> reg",
  "drive_above_1_share": 0.02058
}
[tightest hold or removal path, delay by kind of cell, from the launching register on]
| family | cells | cell delay [ns] |
|---|---|---|
| compound gates | 1 | 0.06 |
| flops | 1 | 0.35 |
| simple gates | 1 | 0.07 |
[cell type report]
cell class,count,area [um^2]
clock buffers,3,41.29
clock inverters,1,3.754
fillers,1192,9125
multi-input cells,208,984.7
flip-flops and latches,16,360.3
well taps,140,175.2
repair buffers,15,150.1
[power breakdown]
| part | total [mW] | switching (mW) | internal (mW) |
|---|---|---|---|
| Sequential | 0.270 | 0.00730 | 0.263 |
| Combinational | 0.0810 | 0.0429 | 0.0380 |
| Clock | 0.184 | 0.0792 | 0.105 |
| Total | 0.535 | 0.129 | 0.406 |
[logic make-up after synthesis]
group           synth area share
buf+inv                   0.5480
simple gates             0.09742
compound gates           0.06493
flops                     0.1909
mux                      0.05964
xor+xnor                 0.03711
other cells             0.001986
[state kept, by name (all words and copies together) (netlist names)]
name,cells
routing_reg_2,3
out_valid_0,1
out_valid_3,1
routing_reg_0,3
routing_reg_1,3
routing_reg_3,3
out_valid_1,1
out_valid_2,1
[how the worst max path moves through the flow]
stage,slack [ns],startpoint,cells past startpoint,end
CTS,0.90,in_valid_0,4,out_valid_0
global route,0.85,in_valid_0,4,out_valid_0
finish,0.89,in_valid_0,4,out_valid_0
[metrics by stage]
step	instance area [um^2]	hold WS [ns]	cells
6_report	1715	0.5353	383
5_1_grt	1715	0.5666	383
4_1_cts	1715	0.5352	383
3_5_place_dp	1670	0.5249	379
3_3_place_gp	1670	0.5026	379
2_1_floorplan	2380	0.4827	362
[cell usage in the layout (no fill, tap or decap)]
cell,Yosys,layout
clkbuf_8,0,3
edfxtp_1,4,4
nor2_1,10,10
a221o_1,1,1
nand2b_1,4,4
conb_1,1,132
clkdlybuf4s50_1,0,15
o21ai_1,1,1
nor2b_1,1,1
nor3b_1,1,1
a21o_1,1,1
a21boi_0,2,2
mux2i_1,9,9
xnor2_1,8,8
clkinv_1,0,1
o211ai_1,2,2
and3b_1,2,2
nor4b_1,1,1
dfxtp_1,12,12
a21oi_1,7,7
nor3_1,1,1
o21ai_0,7,7
mux2_2,2,2
nand2_1,9,9
nand3_1,4,4
nand4_1,2,2
nor4bb_1,1,1
[per-layer routing]
metal | share of wire | up-vias | wire, um
li1 | - | 505 | -
met1 | 0.46 | 484 | 1641
met2 | 0.32 | 145 | 1139
met3 | 0.22 | 2 | 805
met4 | 0.0053 | 0 | 19
met5 | 0 | - | 0
